File: /design/flow/constraint.sdc
current_design wr_ctl

set clk_period 3.7
set clk_io_pct 0.2

create_clock -name clk0 -period $clk_period [get_ports {wr_clk}]

set non_clock_inputs [all_inputs -no_clocks]
set_input_delay [expr $clk_period * $clk_io_pct] -clock clk0 $non_clock_inputs
set_output_delay [expr $clk_period * $clk_io_pct] -clock clk0 [all_outputs]
File: /design/flow/config.mk
export PLATFORM = sky130hd
export DESIGN_NAME = wr_ctl
export DESIGN_NICKNAME = wr_ctl
export VERILOG_FILES = /design/flow/design.v
export SDC_FILE = /design/flow/constraint.sdc
export NUM_CORES = 4
export LEC_CHECK = 1
export CORE_AREA = 10 10 98 98
export DIE_AREA = 0 0 108 108
File: /design/flow/design.v
`timescale 1ns / 1ps
module wr_ctl#(
	parameter           FIFO_DEPTH = 8
)(
	input 									wr_en,
	input 									wr_clk,
	input 									wr_rst_n,
	input	[FIFO_DEPTH   :0]       		rd_addr_glay,
	output	[FIFO_DEPTH-1 :0]       		wr_addr_bin,
	output	[FIFO_DEPTH   :0]       		wr_addr_glay,
	output	reg					    		wr_full
    );
	reg [FIFO_DEPTH :0]  wr_addr_bin_r;
	wire [FIFO_DEPTH :0]  wr_addr_bin_wire;
	assign wr_addr_bin_wire = wr_addr_bin_r +(!wr_full && wr_en);
	always @(posedge wr_clk) begin
		if(!wr_rst_n)
			wr_addr_bin_r <= 0;
		else
			wr_addr_bin_r <= wr_addr_bin_wire;
	end
	assign wr_addr_bin =  wr_addr_bin_r;
	wire [FIFO_DEPTH :0]  wr_addr_glay_wire;
	assign wr_addr_glay_wire = (wr_addr_bin_wire>>1)^wr_addr_bin_wire;
	reg [FIFO_DEPTH :0]  wr_addr_glay_r;
	always @(posedge wr_clk) begin
		if(!wr_rst_n)
			wr_addr_glay_r <= 0;
		else 
			wr_addr_glay_r <= wr_addr_glay_wire;
	end
	assign wr_addr_glay = wr_addr_glay_r;
	reg [FIFO_DEPTH :0]  rd_addr_glay_r1;
	reg [FIFO_DEPTH :0]  rd_addr_glay_r2;
	always @(posedge wr_clk) begin
		if(!wr_rst_n)
			{rd_addr_glay_r2,rd_addr_glay_r1} <= 0;
		else 
			{rd_addr_glay_r2,rd_addr_glay_r1} <= {rd_addr_glay_r1,rd_addr_glay};
	end
	wire wr_full_w;
	wire [FIFO_DEPTH :0] wr_addr_glay_wire1;
	assign wr_addr_glay_wire1={~wr_addr_glay_wire[FIFO_DEPTH:FIFO_DEPTH-1],wr_addr_glay_wire[FIFO_DEPTH-2:0]}; 
	assign wr_full_w = wr_addr_glay_wire1==rd_addr_glay_r2;
	always @(posedge wr_clk) begin
		if(!wr_rst_n)
			wr_full <= 0;
		else	
			wr_full <=  wr_full_w;
	end
endmodule
File: /design/flow/run.sh
#!/bin/bash
# OpenROAD 26Q1-2900-gdf79404cd8, Yosys 0.63+post, stock flow scripts
make -C /OpenROAD-flow-scripts/flow DESIGN_CONFIG=/design/flow/config.mk WORK_HOME=/design/flow/orfs finish
==> run notes <==
Implementation run completed; key figures follow.

Outcome:
- The run finished with clean final reports.

STA:
- The run gives the final worst clock skew as 0.00736 ns.
- Setup repair after global routing left no endpoint under its margin.
- The final timing report lists a max-slew violation count of 0.
- The run puts the fmax at around 350 MHz.
- The run gives the sum of negative setup slack as 0 ns.
- The run puts the final critical delay including setup and external delays at 2.84 ns.
- The run puts the count of final hold-check violations at 0.
- The run gives the tightest slew margin relative to the limit as between 60% and 70%.
- Hold timing on the final database bottoms out at a slack of 0.426 ns.
- At the pin with the least slew margin, the transition time is around 0.5 ns.
- The run gives the final number of setup-violating endpoints as 0.
- Post-route period utilization is reported as approximately three quarters.

Setup path:
- The run gives the buffer-and-inverter tally for the worst setup path as 1.
- The timing report gives the biggest stage delay along the critical path as 0.47 ns.
- STA shows the worst reg2reg path with a cell count of 9.
- The run puts the worst-case register-to-register setup slack at between 1 and 1.5 ns.
- The run gives the kind of cell adding the most delay to the critical path as simple AND/OR/NAND/NOR gates.
- In this design, the critical path's most frequently occurring cell is sky130_fd_sc_hd__ha_1.
- Listed in order, past its start point the critical path passes clkdlybuf4s50_1, nor2b_1, ha_1, ha_1, and4b_1, a21oi_1, o22ai_2, xor3_1, nand2_1, nor4_2.
- Along the worst path, the maximum fanout reaches 11.
- Per the timing report, the most critical flop-to-flop path finishes at wr_full.
- The setup path with the least slack is of type input pin to register.
- The run gives the required time of the critical path as about 3.9 ns.
- The slowest stage of the critical path is the sky130_fd_sc_hd__ha_1 cell.
- The OpenROAD report gives the critical path a data arrival time of 3.05 ns.
- The worst setup path is captured at a register.
- The run gives the nature of the critical path startpoint as an input pin.
- For the worst reg-to-reg path, the startpoint reported by OpenROAD is wr_full.

CTS:
- As reported, the later end of the worst-skew pair has a clock insertion delay of 0.29 ns.
- The cell sitting at the root of the clock tree is a sky130_fd_sc_hd__clkbuf_8.
- The run gives the TritonCTS buffer count as 5.
- The run gives the total clock sinks as 36.
- The run gives the maximum level of the CTS H-tree as 2.
- The run gives the hold-fix buffer count after cts as 0.
- The run gives the number of setup buffers added after CTS as 0.
- The run gives the clock-pin slew reported for the worst setup and hold paths after clock tree synthesis as 0.08 ns.
- The clock passes through at most 2 buffers.
- After clock tree synthesis, the repair step resized 0 gates.
- The run gives the CTS tree as built.

Worst hold path:
- The run gives the launch point of the worst hold path as rd_addr_glay_r1[3].
- The min-delay analysis places its worst path in the category register to register.
- The run gives the endpoint of the worst hold-timing path as rd_addr_glay_r2[3].
- The run gives the cell depth of the worst hold path as 1.

Drt:
- The run gives the via count normalized by instance count as 3.55.
- The run gives the routed length per placed instance as 10.5 um.
- The run gives the remaining design rule violation count as 0.
- The run puts the remaining number of nets flagged by the antenna check after routing at 0.
- For this run, the detailed router's first-pass iteration total came to 4.
- The run gives the violation tally from detailed-route iteration zero as 47.
- The final layout contains routed wiring with a total length of 2.89 mm.
- The run gives the via count of the routed design as 979.
- The run gives the number of antenna diodes as 0.

Synth:
- Per the synthesis report, the dominant area consumer among library cells is sky130_fd_sc_hd__dfxtp_1.
- The warning tally printed by Yosys for this design is 1.
- The run gives the leading cell type by number of instances after synthesis as sky130_fd_sc_hd__dfxtp_1.
- The run gives the predominant post-synthesis flop cell as sky130_fd_sc_hd__dfxtp_1.
- In the synthesized netlist, the cells that appear most often are 36 x sky130_fd_sc_hd__dfxtp_1, 34 x sky130_fd_sc_hd__and2_1, 13 x sky130_fd_sc_hd__xor2_1.
- Averaged over all synthesized cells, the footprint is 10.6 um2.
- Per the synthesis report, the number of distinct cell types is 34.
- The run puts the post-synthesis sequential area ratio at 46.8%.
- Ranked by total cell area, the synthesized netlist is headed by sky130_fd_sc_hd__dfxtp_1 47%, sky130_fd_sc_hd__and2_1 14%, sky130_fd_sc_hd__xor2_1 7.4%, sky130_fd_sc_hd__xnor2_1 5.7%, sky130_fd_sc_hd__ha_1 2.4%.
- The run gives the post-synthesis cell count as 145.
- The run puts the proportion of register bits with asynchronous set or reset after synthesis at 0%.
- The run puts the summed standard-cell area reported by yosys at 0.00154 mm2.
- The run gives the post-synthesis sequential element count as 36.
- The run gives the cell count in the Yosys report as ~150.
- The run gives the combined area of all synthesized cells as 0.00154 mm2.
- The run puts the area fraction of the dominant cell type after synthesis at 46.8%.
- The run gives the number of enable-type register cells in the synthesized netlist as 0.

Floorplanning:
- At the floorplan stage, the core utilization is reported as 20.1%.
- The run puts the core area at approximately 0.0076 mm2.
- From bottom edge to top edge, the die measures between 100 and 150 um.
- During I/O placement, the number of pins put on the boundary was 30.
- The run gives the number of rows created at floorplan as 32.
- The run puts the die area at 0.0117 mm2.
- The run gives the chip width as 108 um.

Placed design:
- The run gives the global placer's final weighted congestion as between 0.7 and 0.8.
- Detailed placement reports a standard cell area of around 0.0019 mm2.
- The run puts the post-detailed-placement half-perimeter wirelength at 2.15 mm.
- As logged by OpenROAD, the buffers inserted on ports number 29.
- The detailed placer reported the number of placed instances as roughly 270.

Global route:
- The run gives the global-route met1 utilization as 6.99%.
- Across every metal layer, demand over resource in global routing totals under 10%.
- The run gives the number of antenna violations at the first check in global routing as 0.
- The run puts the fraction of met2 tracks used by global routing at 8.02%.
- The run gives the global routing met3 resource utilization as 1.99%.
- The global router reports that the layer with the highest usage is met2.
- The run gives the pin count of the biggest net entering global routing as 37.
- The run gives the total global routing overflow as 0.
- The run gives the first-pass GRT wire length as 4.95 mm.
- The via count of the first global-routing pass is 982.

Final layout:
- Of the cells placed in the final design, the portion with a size suffix greater than 1 is 9.20%.
- The run gives the final instance area as about 0.0020 mm2.
- The run gives the area growth from synthesis to layout as 29.9%.
- Counting the fill cells in the layout gives 817.
- The run puts the post-layout instance count excluding filler cells at roughly 280.

Job:
- The tool flagged a number of max-cap violations equal to 0.
- Summing over the stages, the warning tally comes to 26.

Pwr:
- The run puts the power after layout at 0.768 mW.
- The run gives the leakage power figure as about 0.80 nW.
- The run gives the worst IR drop on VDD as between 0.0001 and 0.00015 V.
- The run puts the total power per unit cell area at 384 mW/mm2.
-- stage by stage --
stage | utilization, % | setup WS (ns)
after floorplan | - | 1.31
after global placement | 24.9 | 0.564
after detailed placement | 24.9 | 0.574
after CTS | 26.2 | 0.880
after global routing | 26.2 | 0.549
final | 26.2 | 0.861
-- how the worst max path moves through the flow --
stage | start | end | slack (ns) | cells past startpoint
after CTS | wr_en | wr_full | 0.88 | 10
final | wr_en | wr_full | 0.86 | 10
after global routing | wr_en | wr_full | 0.55 | 10
-- worst register-to-register path: cells and delay by family, from the launching register on --
family / cells / cell delay [ns]
and+or+nand+nor: 4 / 0.72
DFF: 1 / 0.33
AOI/OAI and AO/OA: 2 / 0.27
xor gates and xnor gates: 1 / 0.21
adders and majority gates: 2 / 0.64
-- area by class of cell --
cell class | instances | area, um2 | share of cell area [%]
Inverter | 1 | 3.75 | 0.188
Timing Repair Buffer | 30 | 298 | 14.9
Clock buffer | 6 | 82.6 | 4.13
Clock inverter | 2 | 13.8 | 0.688
Sequential cell | 36 | 721 | 36.0
Multi-Input combinational cell | 99 | 754 | 37.7
Tap cell | 102 | 128 | 6.38
-- cell usage in the layout, fill, tap and decap left out, drive strengths merged, types with 2 or more instances in the layout --
| cell type | netlist | final |
|---|---|---|
| and2 | 34 | 34 |
| nor2 | 3 | 3 |
| nand4 | 2 | 2 |
| o21ai | 2 | 2 |
| a21oi | 3 | 3 |
| nand3 | 4 | 4 |
| nand2 | 6 | 6 |
| clkbuf | 3 | 6 |
| nor2b | 2 | 2 |
| xnor2 | 10 | 10 |
| inv | 1 | 2 |
| dfxtp | 36 | 36 |
| and2b | 2 | 2 |
| ha | 3 | 3 |
| xor2 | 15 | 15 |
| and4b | 2 | 2 |
| clkdlybuf4s50 | 0 | 29 |
-- report_power, final --
| group | leakage [nW] | internal (mW) | switching (mW) |
|---|---|---|---|
| combinational | 0.453 | 0.0389 | 0.0230 |
| clock | 0.0516 | 0.152 | 0.145 |
| sequential | 0.295 | 0.402 | 0.00722 |
| total | 0.799 | 0.593 | 0.175 |
-- cell families after synthesis --
logic type	count (synthesis)	synth area share (%)
compound gates	10	4.63
xor+xnor	26	17.5
fa+ha+maj	3	2.44
buf+inv	10	4.22
flops	36	46.8
mux	1	0.650
simple gates	59	23.8
-- per-layer routing --
metal	share of wire (%)	wire (um)
met1	47	1350
met2	44	1270
met3	7.9	228
met4	1.4	40
met5	0	0
-- state kept, by name (all words and copies together), names as in the netlist --
name / flops
rd_addr_glay_r1: 9
wr_addr_bin_r: 8
rd_addr_glay_r2: 9
wr_addr_glay_r: 9
wr_full: 1
Power figures rest on the tool's default switching activity, not on a simulated workload.
