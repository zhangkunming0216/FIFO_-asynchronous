--- flow/run.sh ---
#!/bin/bash
# OpenROAD 26Q1-2900-gdf79404cd8, Yosys 0.63+post, stock flow scripts
make -C /OpenROAD-flow-scripts/flow DESIGN_CONFIG=/design/flow/config.mk WORK_HOME=/design/flow/orfs finish
--- flow/config.mk ---
export PLATFORM = sky130hd
export DESIGN_NAME = rd_ctl
export DESIGN_NICKNAME = rd_ctl
export VERILOG_FILES = /design/flow/design.v
export SDC_FILE = /design/flow/constraint.sdc
export NUM_CORES = 4
export LEC_CHECK = 1
export CORE_AREA = 10 10 98 98
export DIE_AREA = 0 0 108 108
--- flow/constraint.sdc ---
current_design rd_ctl

set clk_period 2.1
set clk_io_pct 0.2

create_clock -name clk0 -period $clk_period [get_ports {rd_clk}]

set non_clock_inputs [all_inputs -no_clocks]
set_input_delay [expr $clk_period * $clk_io_pct] -clock clk0 $non_clock_inputs
set_output_delay [expr $clk_period * $clk_io_pct] -clock clk0 [all_outputs]
--- flow/design.v ---
`timescale 1ns / 1ps
module rd_ctl#(
	parameter FIFO_DEPTH = 8
)(
	input 									rd_en,
	input 									rd_clk,
	input 									rd_rst_n,
	input	[FIFO_DEPTH   :0]       		wr_addr_glay,
	output	[FIFO_DEPTH-1 :0]       		rd_addr_bin,
	output	[FIFO_DEPTH   :0]       		rd_addr_glay,
	output	reg					    		rd_empty
    );
	reg  [FIFO_DEPTH : 0]                    rd_addr_bin_r;
	wire [FIFO_DEPTH : 0]                    rd_addr_bin_wire;
	assign rd_addr_bin_wire = rd_addr_bin_r +(!rd_empty && rd_en); 
	always @(posedge rd_clk) begin
		if(!rd_rst_n)
			rd_addr_bin_r <= 0;
		else
			rd_addr_bin_r <= rd_addr_bin_wire;
	end
	assign  rd_addr_bin = rd_addr_bin_r;
	wire [FIFO_DEPTH : 0]              rd_addr_glay_wire;
	assign  rd_addr_glay_wire = (rd_addr_bin_wire>>1) ^ rd_addr_bin_wire;
	reg [FIFO_DEPTH : 0]              rd_addr_glay_r;
	always @(posedge rd_clk) begin
		if(!rd_rst_n)
			rd_addr_glay_r <= 0;
		else
			rd_addr_glay_r <= rd_addr_glay_wire;
	end
	assign rd_addr_glay = rd_addr_glay_r;
	reg [FIFO_DEPTH :0 ] wr_addr_glay_r1;
	reg [FIFO_DEPTH :0 ] wr_addr_glay_r2;
	always @(posedge rd_clk)begin
		if(!rd_rst_n)
			{wr_addr_glay_r2,wr_addr_glay_r1} <= 0;
		else 
			{wr_addr_glay_r2,wr_addr_glay_r1} <= {wr_addr_glay_r1, wr_addr_glay};
	end
	wire rd_empty_wire;
	assign rd_empty_wire =  wr_addr_glay_r2== rd_addr_glay_wire;
	always @(posedge rd_clk) begin
		if(!rd_rst_n)
			rd_empty <= 0;
		else
			rd_empty <= rd_empty_wire;
	end
endmodule
==> out/metrics.cfg <==
[run_status]
status = complete, no violations

[setup_path]
critPathCaptureType = flop
max_stage_delay_ps = 370
cp-startpoint = rd_en
reg2reg_to = rd_empty
path_cells = dlygate4sd2_1 -> nor2b_4 -> ha_4 -> ha_4 -> xor2_2 -> xor2_1 -> or3_1 -> a211oi_2 -> and4_1
crit_path_end = rd_empty
crit_required_ps = 2330
reg2regPathDepth = 8
ff2ff_setup_slack_ps = 90
r2r-start = rd_empty
start_kind = input port
cpMaxStageDelayCell = or3_1
cp_max_fo = 7
worstSetupPathType = in -> reg
worstPathArrival_ps = 2270
cp_common_cell = ha_4

[finish]
fin_area_mm2 = 0.002389
layout_top_cell = dfxtp_1
fill_cells = 770
regArea_um2 = 720.7
logic_area_um2 = 937.1
final_layout_top_logic_cells = 36 x dfxtp_1, 28 x clkdlybuf4s50_1, 27 x buf_4
area_growth_syn_to_layout_pct = 47.41
drive_above_1_share_pct = 27.06

[global_route]
grt_util_met2_pct = 10.17
use_met3_pct = 2.349
grt_pass1_vias = 1271
top_usage_layer = met2
grt_max_degree = 21
grt_pass1_wl_mm = 6.099
grt_util_met1_pct = 8.437
antenna_found_initial = 0
grt.overflow.total = 0
grt_use_total_pct = 6.388

[detailed_routing]
drt-initial-drc-count = 45
drc = 0
dr_total_vias = 1248
routed_via_density = 3.900
avgRoutedWirePerCell_um = 11.29
diodes = 0
totalWireLength_mm = 3.612
detail_route.first_pass.iterations = 4
ant_nets = 0

[yosys]
syn_inst = 166
ys_warn_count = 1
syn_area_mm2 = 0.001620
ys_ff = 36
ys_chip_area_mm2 = 0.001620
ys_cells = 166
syn_area_per_cell_um2 = 9.761
yosysUniqueCellTypes = 36
ys_seq_share_pct = 44.48

[timing]
finClkSkew_ps = 4.893
setup_viol = 0
tightest_slew_ps = 465.2
fmax_ghz = 0.4898
hold_viol_final = 0
slew-limit-headroom_pct = 68.94
post-route-period-util_pct = 97.21
period_needed_ps = 2041
grt_setup_unrepaired = false
finalMaxSlewViolations = 0
setup_slack_ps = 58.54

[floorplanning]
fp_util_pct = 21.19
dieArea_mm2 = 0.01166
boundaryPins = 30
dieHeight_um = 108
die_w_um = 108
core-area_mm2 = 0.007647
rows = 32

[worst_hold_path]
hold_path.class = reg -> reg
min_from = wr_addr_glay_r1[6]

[pwr]
p_leak_nw = 0.8975
vdd_ir_drop_max_v = 0.0003874
power_density_mw_per_mm2 = 633.1
design_power_total_mw = 1.512

[flow_run]
warnings = 26
drv_cap = 0

[clocking]
cts_tree = yes
clk-insertion-delay-late_ps = 280
cts_max_path_buffers = 2
clock_sinks = 36
cts_made_buffers = 5
cts-htree-levels = 2
cts_hold_buf = 0
cts-root-buf = clkbuf_8
clk_pin_slew_ps = 70

[place]
place.gp.congestion = 0.8145
dpl-instance-area_mm2 = 0.002157
port_buffers = 29
hpwl_mm = 2.595
pre_cts_ws_ps = -604.5

[area by class of cell]
| class | instances | share of cell area (%) |
|---|---|---|
| repair buffers | 56 | 20.59 |
| clock buffers | 6 | 3.038 |
| flip-flops and latches | 36 | 30.17 |
| multi-input cells | 117 | 39.24 |
| inverters | 1 | 0.1572 |
| well taps | 102 | 5.343 |
| clock inverters | 2 | 1.467 |
[metal layers]
| metal | part of all wire, % | vias up |
|---|---|---|
| li1 | - | 650 |
| met4 | 0.64 | 0 |
| met3 | 5.2 | 2 |
| met1 | 49 | 563 |
| met5 | 0 | - |
| met2 | 45 | 33 |
[state kept, by name, indices dropped and copies added (netlist names)]
register,flops
rd_addr_bin_r,8
rd_empty,1
wr_addr_glay_r2,9
rd_addr_glay_r,9
wr_addr_glay_r1,9
[timing repair]
action                                  4_1_cts  5_1_grt
endpoints found under the setup margin        6        1
setup buffers                                 1        0
pin swaps                                     9        2
gates resized                                23        2
[logic make-up (layout without fill, tap and decap cells)]
| logic type | count (synthesis) | in the layout | share of synthesized area, % |
|---|---|---|---|
| DFF | 36 | 36 | 44.48 |
| xor gates and xnor gates | 24 | 24 | 13.44 |
| muxes | 2 | 2 | 1.236 |
| and+or+nand+nor | 60 | 60 | 22.09 |
| AOI/OAI and AO/OA | 28 | 28 | 11.35 |
| adders and majority gates | 3 | 3 | 2.317 |
| buffers and inverters | 13 | 65 | 5.095 |
[worst max-delay path: cells and delay by family]
family                     cells  cell delay [ps]
adders and majority gates      2              350
xor gates and xnor gates       2              370
AOI/OAI and AO/OA              1              190
buffers and inverters          1              230
and+or+nand+nor                3              700
[synth_stat cells, drive strengths merged]
library cell,instances,area [µm²]
nor3b,1,7.510
xnor2,15,138.9
a21oi,11,55.05
xor2,9,78.83
o21ai,7,35.03
ha,3,37.54
clkbuf,4,15.01
and3,1,11.26
nand2,6,22.52
and4,2,20.02
nand3b,1,7.510
dfxtp,36,720.7
o21a,2,15.01
and4b,1,10.01
nor2b,2,12.51
buf,8,63.80
a21boi,1,7.510
nand2b,1,6.260
a311oi,1,15.01
inv,1,3.750
and2,25,156.4
mux2i,2,20.02
o311ai,1,8.760
nand3,5,37.54
a221oi,1,8.760
a31oi,1,6.260
nor2,11,41.29
or3,4,25.02
o22ai,1,12.51
a211oi,2,20.02
[report_power, final]
part	leakage, nW	internal [mW]	switching [mW]
sequential	0.295	0.714	0.0192
combinational	0.548	0.120	0.0678
clock	0.0552	0.352	0.239
[stage by stage]
stage	instances	hold WS (ps)	TNS (ps)	utilization, %
after floorplan	166	405.7	0	-
after CTS	320	429.9	0	31.18
after detailed placement	311	412.8	-3483	28.21
after global routing	320	445.6	0	31.23
after global placement	311	413.9	-3086	28.21
final	320	434.6	0	31.23
[worst min-delay path by stage]
stage / end / cells after the start
6_report: wr_addr_glay_r2[6] / 1
5_1_grt: wr_addr_glay_r2[4] / 1
4_1_cts: wr_addr_glay_r2[4] / 1
No activity file was given, so power comes from the tool's default toggle rates.
